`flow/config.mk`:
```
export PLATFORM = sky130hd
export DESIGN_NAME = elevator_controller
export DESIGN_NICKNAME = elevator_controller
export VERILOG_FILES = /design/flow/design.v
export SDC_FILE = /design/flow/constraint.sdc
export NUM_CORES = 4
export LEC_CHECK = 1
export CORE_AREA = 10 10 90 90
export DIE_AREA = 0 0 100 100
```
`flow/constraint.sdc`:
```
current_design elevator_controller

set clk_period 1.9
set clk_io_pct 0.2

create_clock -name clk0 -period $clk_period [get_ports {clk}]

set non_clock_inputs [all_inputs -no_clocks]
set_input_delay [expr $clk_period * $clk_io_pct] -clock clk0 $non_clock_inputs
set_output_delay [expr $clk_period * $clk_io_pct] -clock clk0 [all_outputs]
```
`flow/design.v`:
```
`timescale 1ns / 1ps
module elevator_controller (
    input  clk,
    input  reset,               
    input  [3:0] request,         
    input  [3:0] floor_sensor,    
    input  door_open_btn,          
    input  door_close_btn,         
    input  emergency_stop,         
    output reg [1:0] current_floor,
    output reg motor_up,
    output reg motor_down,
    output reg door_open,
    output reg emergency_led
);
reg [3:0] req_latch;
reg any_above, any_below;
integer i;
always @(posedge clk or posedge reset) begin
    if (reset)
        req_latch <= 4'b0000;
    else
        req_latch <= req_latch | request;
end
always @(posedge clk or posedge reset) begin
    if (reset)
        current_floor <= 2'd0;
    else begin
        case (floor_sensor)
            4'b0001: current_floor <= 2'd0;
            4'b0010: current_floor <= 2'd1;
            4'b0100: current_floor <= 2'd2;
            4'b1000: current_floor <= 2'd3;
            default: current_floor <= current_floor; 
        endcase
    end
end
always @(*) begin
    any_above = 1'b0;
    any_below = 1'b0;
    for (i = 0; i < 4; i = i + 1) begin
        if (i > current_floor)
            any_above = any_above | req_latch[i];
        if (i < current_floor)
            any_below = any_below | req_latch[i];
    end
end
always @(posedge clk or posedge reset) begin
    if (reset) begin
        motor_up <= 1'b0;
        motor_down <= 1'b0;
        door_open <= 1'b0;
        emergency_led <= 1'b0;
    end
    else if (emergency_stop) begin
        motor_up <= 1'b0;
        motor_down <= 1'b0;
        door_open <= 1'b1;
        emergency_led <= 1'b1;
    end
    else begin
        emergency_led <= 1'b0;
        if ((floor_sensor[current_floor]) && req_latch[current_floor]) begin
            motor_up <= 1'b0;
            motor_down <= 1'b0;
            door_open <= 1'b1;
            req_latch <= req_latch & ~(4'b0001 << current_floor);
        end
        else if (any_above) begin
            motor_up <= 1'b1;
            motor_down <= 1'b0;
            door_open <= 1'b0;
        end
        else if (any_below) begin
            motor_up <= 1'b0;
            motor_down <= 1'b1;
            door_open <= 1'b0;
        end
        else begin
            motor_up <= 1'b0;
            motor_down <= 1'b0;
            door_open <= 1'b0;
        end
        if (door_open_btn)
            door_open <= 1'b1;
        if (door_close_btn)
            door_open <= 1'b0;
    end
end
endmodule
```
`flow/run.sh`:
```
#!/bin/bash
# OpenROAD 26Q1-2900-gdf79404cd8, Yosys 0.63+post, stock flow scripts
make -C /OpenROAD-flow-scripts/flow DESIGN_CONFIG=/design/flow/config.mk WORK_HOME=/design/flow/orfs finish
```
==> flow_results.org <==
#+TITLE: Implementation results

** Status
- Run status :: aborted with a tool error
- The run ended at synthesis (1_2_yosys).
- The first error in the log reads "ERROR: Found 4 problems in 'check -assert'".

** Synthesis
- Cell count in the Yosys report :: 58
- Post-synthesis, Yosys gives the total cell area as 662 sq um.
- Warnings reported by Yosys during synthesis add up to 1.
- Per the synth log, the flip-flop and latch total comes to 14.
- Per Yosys stat, the portion of area used by sequential elements is 56.0%.
- The netlist uses 27 different library cells.
-- cell families after synthesis --
| logic type | count (synthesis) | synth area share (%) |
|---|---|---|
| AOI/OAI and AO/OA | 15 | 16.3 |
| xor gates and xnor gates | 1 | 1.32 |
| buffers and inverters | 6 | 4.16 |
| DFF | 14 | 56.0 |
| and+or+nand+nor | 22 | 22.3 |
-- Yosys cell counts (all sizes together) --
master / n / area [sq um]
o21a: 1 / 7.51
xor2: 1 / 8.76
nand4bb: 1 / 11.3
inv: 4 / 15.0
dfrtp: 10 / 250
nand2b: 1 / 6.26
nor2: 6 / 22.5
a221oi: 1 / 8.76
buf: 2 / 12.5
a21oi: 3 / 15.0
o32a: 1 / 10.0
a21boi: 3 / 22.5
o22a: 1 / 10.0
o21bai: 1 / 7.51
nor3b: 1 / 12.5
and2b: 1 / 8.76
nand2: 2 / 7.51
or2: 5 / 31.3
o31ai: 1 / 7.51
a32oi: 1 / 8.76
nand4: 2 / 25.0
edfxtp: 4 / 120
nor3: 1 / 5.00
o21ai: 2 / 10.0
nand4b: 2 / 17.5
